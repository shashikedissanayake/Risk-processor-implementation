===== flow/config.mk =====
export PLATFORM = sky130hd
export DESIGN_NAME = insmemory
export DESIGN_NICKNAME = insmemory
export VERILOG_FILES = /design/flow/design.v
export SDC_FILE = /design/flow/constraint.sdc
export NUM_CORES = 4
export LEC_CHECK = 1
export CORE_UTILIZATION = 30

===== flow/constraint.sdc =====
current_design insmemory

set clk_period 5.9
set clk_io_pct 0.2

create_clock -name clk0 -period $clk_period

set non_clock_inputs [all_inputs -no_clocks]
set_input_delay [expr $clk_period * $clk_io_pct] -clock clk0 $non_clock_inputs
set_output_delay [expr $clk_period * $clk_io_pct] -clock clk0 [all_outputs]

===== flow/design.v =====
module processor;
wire [15:0] pc_old,out_alu1,out_alu2,out_m3,out_m2,out_jump,A,B,w_extend,out_m0,out_alu0;
wire [15:0] mem_read,insout,out_m1,i2,i3;
reg clk,load,clear,CLK;
wire cout,lt,eq,gt,of,s0,c_m2,c_m3,eqbit,c_m0,c_read,c_write,c_m1,lt1,eq1,gt1,of1,cout1;
reg [15:0]laddr,insload;
wire [2:0]c_alu;
	controller control({c_m2,c_m1,c_m0},c_m3,c_alu,c_read,c_write,c_load,insout[15:12]);
	pc progcounter(pc_old,out_m2,CLK);
	alu ALU1(out_alu1,cout,lt,eq,gt,of,pc_old,16'd2,1'b0,3'b010);
	alu ALU2(out_alu2,cout1,lt1,eq1,gt1,of1,out_alu1,w_extend,1'b0,3'b010);
	MUX M3(out_m3, out_alu1, out_alu2, i2, i3, 1'b0, s0);
	MUX M2(out_m2, out_m3, out_jump, i2, i3, 1'b0, c_m2);
	and m3(s0,c_m3,~eqbit);
	insmemory instrucmem(insout,insload,laddr,pc_old,load,clk);
	registerfile regfile(A,B,insout[11:8],insout[7:4],insout[3:0],out_m1,c_load,clear,clk);
	signextender signword(w_extend,{1'b0,insout[3:0]});
	MUX M0(out_m0,B,w_extend, i2, i3, 1'b0, c_m0);
	alu ALU0(out_alu0,cout,lt,eqbit,gt,of,A,out_m0,1'b0,c_alu);
	memory datamem(mem_read,out_alu0,B,c_read,c_write,clk);
	MUX M1(out_m1,mem_read,out_alu0, i2, i3, 1'b0, c_m1);
	jump jumpaddr(out_jump,insout[11:0],pc_old[15:13]);
	initial
		clk = 1'b0;
	always
	begin
	#5 clk = ~clk;
	end
	initial
		CLK = 1'b0;
	always
	begin
	#30 CLK = ~CLK;
	end
endmodule
module insmemory(ins_out,ins_load,l_addr,pc_addr,load,clock);
input  clock,load;
input  [15:0]ins_load;   
input  [15:0]l_addr;      
input  [15:0]pc_addr;     
output reg[15:0]ins_out;    
reg [7:0]mem_file[64:0];    
initial
begin
	mem_file[0] =  8'b0010_0000;
	mem_file[1] =  8'b0001_0011;
	mem_file[2] =  8'b0000_0000;
	mem_file[3] =  8'b0001_0100;
	mem_file[4] =  8'b0001_0000;
	mem_file[5] =  8'b0001_0101;
	mem_file[6] =  8'b0110_0000;
	mem_file[7] =  8'b0001_0110;
	mem_file[8] =  8'b0111_0000;
	mem_file[9] =  8'b0001_0111;
	mem_file[10] =  8'b1010_0000;
	mem_file[11] =  8'b0011_0101;
	mem_file[12] =  8'b1000_0110;
	mem_file[13] =  8'b1101_1111;
	mem_file[14] =  8'b1110_0000;
	mem_file[15] =  8'b0001_1000;
	mem_file[16] =  8'b1000_0110;
	mem_file[17] =  8'b0011_1101;
	mem_file[18] =  8'b0010_0000;
	mem_file[19] =  8'b0011_0001;
	mem_file[20] =  8'b0000_0000;
	mem_file[21] =  8'b0100_0001;
	mem_file[22] =  8'b0001_0000;
	mem_file[23] =  8'b0101_0001;
	mem_file[24] =  8'b0010_0000;
	mem_file[25] =  8'b0001_1101;
	mem_file[26] =  8'b1111_0000;
	mem_file[27] =  8'b0001_0000;
	mem_file[28] =  8'b0110_0000;
	mem_file[29] =  8'b0110_0001;
	mem_file[30] =  8'b0111_0000;
	mem_file[31] =  8'b0111_0001;
	mem_file[32] =  8'b0000_0000;
	mem_file[33] =  8'b0001_1110;
end
always @(posedge clock&load)
begin
    mem_file[l_addr]=ins_load[15:8];
    mem_file[l_addr+1]=ins_load[7:0];
end
always @(pc_addr)
begin
     ins_out[15:0]={mem_file[pc_addr],mem_file[pc_addr+1]};
end
endmodule
module registerfile(A,B,Aaddr,Baddr,Caddr,C,load,clear,clock);
input [3:0] Aaddr,Baddr,Caddr;
input [15:0]C;
input load,clear,clock;
output reg [15:0] A,B;
reg [15:0]reg_file[15:0];
integer count;
initial
begin
	reg_file[0] = 16'd11;
	reg_file[1] = 16'd10;
end
always @(negedge clear)
begin
	for ( count=0; count < 16; count = count + 1)
		begin
			reg_file[count] = 16'd0; 
		end
end
always @(posedge clock & load)
begin
		reg_file[Caddr]	= C;
end
always @(Aaddr,Baddr)
begin
		A = reg_file[Aaddr];
		B = reg_file[Baddr];
	end
endmodule
module MUX(out, i0, i1, i2, i3, s1, s0);
	output [15:0]out;
	input [15:0]i0, i1, i2, i3;
	input s1, s0;
	reg [15:0]tempout;
	always @(s0,s1,i0,i1,i2,i3)
	begin	
		case ({s1,s0})
			2'd0 : tempout = i0;
			2'd1 : tempout = i1;
			2'd2 : tempout = i2;
			2'd3 : tempout = i3;
		endcase
	end	
	assign out=tempout;
endmodule
module signextender(out,in);
input [4:0]in;
output reg [15:0] out;
always @(in)
begin
	case(in[4])
		1'd0 : 	out = {11'b0,in};
		1'd1 :	out = {11'b11111111111,in};
	endcase	
end
endmodule
module alu(z,c_out,lt,eq,gt,overflow,x,y,c_in,c);
input c_in;
input [2:0] c;
input [15:0]x,y;
output reg [15:0] z;
output reg c_out,lt,eq,gt,overflow;
always @(c_in,c,x,y)
begin
	case(c)
		3'd0:	z = x & y;
		3'd1:	z = x | y;
		3'd2:	begin
				{c_out,z} = x + y + c_in; 	
				overflow = c_out;
			end
		3'd3:	z = x - y;
		3'd4:
		begin
        if(x[15]==0 && y[15]==0)
		   begin
           {c_out,z} = x + y + c_in ;
		   overflow = z[15]; 
           end  
        else if (x[15]==1 && y[15]==1)
           begin
           {c_out,overflow,z[14:0]} = x[14:0] + y[14:0] + c_in;
		   z[15] = 1'b1;  
           end  
        else if(x[15]==0 && y[15]==1)
           begin
                if(y[14:0] > x[14:0])   
                  begin 
                   z = {1'b1,y[14:0] - x[14:0] + c_in};
                   end  
                else if(y[14:0] == x[14:0])
		  begin
			z = 16'd0 + c_in;
		  end
		else
                   begin 
                   z = {1'b0,x[14:0] - y[14:0] + c_in};
                   end                       
           end
		else  if(x[15]==1 && y[15]==0)
           begin
                if(y[14:0] > x[14:0])   
                  begin 
                   z = {1'b0,y[14:0] - x[14:0] + c_in};
                   end 
		else if(y[14:0] == x[14:0])
		  begin
			z = 16'd0 + c_in;
		  end 
                else
                   begin 
                   z = {1'b1,x[14:0] - y[14:0] + c_in};
                   end                      
            end   
		end
		3'd5:
		begin
        if(x[15]==0 && y[15]==0)
		   begin
                if(y[14:0] > x[14:0])   
                  begin 
                   z = {1'b1,x[14:0] - y[14:0]};
                   end 
		else if(y[14:0] == x[14:0])
		  begin
			z = 16'd0;
		  end 
                else
                   begin 
                   z = {1'b0,x[14:0] - y[14:0]};
                   end                       
           end 
        else if (x[15]==1 && y[15]==1)
           begin
                if(y[14:0] > x[14:0])   
                  begin 
                   z = {1'b0,x[14:0] - y[14:0]};
                   end 
		else if(y[14:0] == x[14:0])
		  begin
			z = 16'd0;
		  end 
                else
                   begin 
                   z = {1'b1,x[14:0] - y[14:0]};
                   end                       
           end 
        else if(x[15]==0 && y[15]==1)
           begin
                {c_out,overflow,z[14:0]} = x[14:0] + y[14:0];   
				z[15] = 1'b0;
           end
		else  if(x[15]==1 && y[15]==0)
           begin
                {c_out,overflow,z[14:0]} = x[14:0] + y[14:0];   
				z[15] = 1'b1;                    
            end   
		end
		3'd7:	
			begin
				if(x < y)
					begin
					z = 16'd1;
					end
				else if(x > y)
					begin
					z = 16'd0;
					end
			end
	endcase
end
always @(x,y)
begin
	if(x < y)
		begin
			lt = 1;
			gt = 0;
			eq = 0;
		end
	else if(x > y)
		begin
			lt = 0;
			gt = 1;
			eq = 0;
		end
	else if(x == y)
		begin
			lt = 0;
			gt = 0;
			eq = 1;
		end
end
endmodule 
module memory(read,addr,write,memread,memwrite,clock);
input [15:0] addr,write;
input memread,memwrite,clock;
output reg [15:0] read;
reg [15:0]reg_file[32:0];
always @(posedge clock)
begin
	if(memwrite == 1)
		begin
		reg_file[addr]	= write;
		end
	else if(memread == 1)
		begin
		read = reg_file[addr];
		end
end
endmodule
module pc(pc_old,pc_new,clock);
input clock;
input [15:0]pc_new;
output reg[15:0]pc_old;
initial
 pc_old=16'd0;
always@(posedge clock)
begin
   pc_old=pc_new; 
  end
endmodule
module jump(out,offset,pc);
input [11:0] offset;
input [2:0] pc;
output reg [15:0] out;
always @(offset)
begin
	out = {pc,offset,1'b0};
end
endmodule
module controller(muxinput,inputofand,aluinput,memread,memwrite,regload,opcode);
input [3:0] opcode;
output reg [2:0] muxinput;	 
output reg inputofand,memread,memwrite,regload;	 
output reg [2:0] aluinput;	 
always @(opcode)
begin
	case(opcode)
	4'd0:	begin
				regload = 1;
				memread = 0;
				memwrite = 0;
				inputofand = 0;
				aluinput = 3'd0;
				muxinput[0] = 0;
				muxinput[1] = 1;
				muxinput[2] = 0;
			end
	4'd1:	begin
				regload = 1;
				memread = 0;
				memwrite = 0;
				inputofand = 0;
				aluinput = 3'd1;
				muxinput[0] = 0;
				muxinput[1] = 1;
				muxinput[2] = 0;
			end
	4'd2:	begin
				regload = 1;
				memread = 0;
				memwrite = 0;
				inputofand = 0;
				aluinput = 3'd4;
				muxinput[0] = 0;
				muxinput[1] = 1;
				muxinput[2] = 0;
			end
	4'd6:	begin
				regload = 1;
				memread = 0;
				memwrite = 0;
				inputofand = 0;
				aluinput = 3'd5;
				muxinput[0] = 0;
				muxinput[1] = 1;
				muxinput[2] = 0;
			end
	4'd7:	begin
				regload = 1;
				memread = 0;
				memwrite = 0;
				inputofand = 0;
				aluinput = 3'd7;
				muxinput[0] = 0;
				muxinput[1] = 1;
				muxinput[2] = 0;
			end
	4'd8:	begin
				regload = 1;
				inputofand = 0;
				aluinput = 3'd2;
				memread = 1;
				memwrite = 0;
				muxinput[0] = 1;
				muxinput[1] = 0;
				muxinput[2] = 0;
			end
	4'd10:	begin
				regload = 0;
				inputofand = 0;
				aluinput = 3'd2;
				memread = 0;
				memwrite = 1;
				muxinput[0] = 1;
				muxinput[2] = 0;
			end
	4'd14:	begin
				regload = 0;
				inputofand = 1;
				aluinput = 3'd7;
				memread = 0;
				memwrite = 0;
				muxinput[0] = 0;
				muxinput[2] = 0;
			end		
	4'd15:	begin
				regload = 0;
				memread = 0;
				memwrite = 0;
				muxinput[2] = 1;
			end	
	endcase
end
endmodule

===== flow/run.sh =====
#!/bin/bash
# OpenROAD 26Q1-2900-gdf79404cd8, Yosys 0.63+post, stock flow scripts
make -C /OpenROAD-flow-scripts/flow DESIGN_CONFIG=/design/flow/config.mk WORK_HOME=/design/flow/orfs finish

==> summary.txt <==
status: complete, no violations
aoi share: 0.0421
CTS-repair resized insts: 0
Worst Hold Depth: 7
GR Layer Usage met2: 0.307
GRT Max-Usage Layer: met2
Core ar.: 107000 µm²
area added between synthesis and finish: 6.95%
CP Data Arrival Time: 4.50 ns
endpoints left unconstrained: 1040
register pins left without a clock: 520
switching pwr: 901 µW
asr flop ratio synth: 0
Post-synth EDFFs: 520
clock period minus worst slack: 5.68 ns
Worst IR Drop VDD: 0.0000520 V
Sum Neg Setup Slack: 0 ns
total track usage: 0.204
Post-Syn Area: 32400 µm²
initial antenna violation count: 10
final WL: 105000 µm
DIE HEIGHT: 331 µm
Max-Cap Viols: 0
Pint: 925 µW
sw frac: 0.493
period utilization: 0.962
Slowest Stage Delay on Critical Path: 0.52 ns
largest net degree at the start of global routing: 217
buffer count from post-CTS setup fixing: 0
iteration-0 DRC count of the detailed router: 1628
final hold vios: 0
max FFs per register: 520
Layout Cells excl Fill: 3504
Final Max Slew Viols: 0
cell repeated most along the worst path: nand3_1
GRT overflow: 0
Relative slew margins: 0.282
PwrDens: 52.7 nW/µm²
Cell Rows: 120
Area contributors post-synth: edfxtp_1, mux2_2, mux4_2
Synth cell types: 58
Dominant cell area share: 0.482
critical path type: input port to output pin
dominant kind of combinational cell: multiplexers
Leak Pwr: 10.6 nW
post-synth top area cell: edfxtp_1
critical-path cell list: buf_6 -> buf_12 -> nand3_1 -> xnor2_2 -> buf_12 -> nand2_1 -> nand3_1 -> nand3_1 -> o211ai_1 -> buf_4 -> clkdlybuf4s50_1
sequential power share: 0.195
first-pass GRT wire length: 151000 µm
Worst Path Required: 4.72 ns
ys cells: 2162
RSZ-0062 raised after global routing: false
DR pass1 iterations: 7
CP max-delay cell: o211ai_1
top_reg_cell synth: edfxtp_1
CTS Hold Bufs: 0
Startpoint Class: input port
Worst Max-Slew Pin Slew: 1.08 ns
clock share of power: 0
post-route ant nets: 0
DP Cell Count: 3502
IO Count: 66
Port-buffer cells: 48
Crit Path Max Fanout: 69
Combinational Power Share: 0.805
Core Util at FP: 0.303
residual DRC count: 0
Cell Area, Placed: 34600 µm²
adder share: 0.000773
Die X: 331 µm
routed via count: 20300
XORs/XNORs by Area: 0.00398
DR WL/cell: 30.0 µm
vias in the first global route: 21300
Yosys Warn Count: 1
yosys stat area: 32400 µm²
sequential fraction of the synthesis area: 0.482
and+or+nand+nor area frac: 0.0574
Setup-failing EPs final: 0
Fill cells: 10200
Syn Area/Cell: 15.0 µm²
vias per std cell: 5.79
Achievable Freq: 176 MHz
DP HPWL: 73200 µm
M3 GR Usage: 0.117
Die Size: 109000 µm²
MUX area fraction: 0.381
GR Util met1: 0.261
final instance area: 34600 µm²
worst setup path start: pc_addr[1]
RD Place Congestion: 1.01
instance count of the mapped netlist: 2162
last element of the critical path: ins_out[4]
Hold WC Path Type: input port to output pin
CP endpoint kind: output pin
ys flops: 520
ratio of cells with drive above 1 in the final layout: 0.489
OpenROAD warning count: 56
[kinds of logic (layout without fill, tap and decap cells)]
family          after synthesis  in the layout
xor+xnor                     13             13
other cells                   0              2
mux                         848            848
compound gates              199            199
buf+inv                     241            178
fa+ha+maj                     2              2
flops                       520            520
simple gates                339            339
[layout make-up]
type / instances / area (µm²) / share of cell area
Inverter: 2 / 7.51 / 0.000217
Antenna cell: 2 / 5.00 / 0.000144
Tap cell: 1403 / 1760 / 0.0507
Multi-Input combinational cell: 1401 / 15800 / 0.456
Timing Repair Buffer: 176 / 1470 / 0.0425
Sequential cell: 520 / 15600 / 0.451
[stage by stage]
step	util	total power, mW	setup WS [ns]	hold slack, ns
2_1_floorplan	-	1.31	1.55	2.84
3_3_place_gp	0.324	1.78	0.291	3.68
3_5_place_dp	0.324	1.80	0.306	3.68
4_1_cts	0.324	1.81	0.282	3.68
5_1_grt	0.324	1.91	0.0890	3.78
6_report	0.324	1.83	0.224	3.71
[layout by cell type (no fill, tap or decap), drive strengths merged, types with 6 or more instances in the layout]
cell type      instances
mux2                 561
edfxtp               520
mux4                 253
buf                  148
nand2                142
nand3                 59
nor2                  55
o22ai                 46
o21ai                 46
mux2i                 34
clkdlybuf4s50         28
nor2b                 26
a21oi                 16
a22oi                 15
nand4                 15
o22a                  14
o211ai                14
a2111oi                8
o221ai                 8
a221oi                 8
a32o                   8
nor3                   7
xnor2                  7
nand2b                 6
or3                    6
a32oi                  6
and2                   6
xor2                   6
[synthesized netlist by cell type (8+ instances only)]
master       n
mux2_2     550
edfxtp_1   520
mux4_2     253
clkbuf_1   149
nand2_1    128
buf_2       66
nand3_1     57
o22ai_1     46
o21ai_0     45
mux2i_1     34
nor2b_1     26
nor2_2      22
a21oi_1     16
a22oi_1     15
nor2_1      15
nand2_2     14
nand4_1     14
o211ai_1    14
o22a_1      14
nor2_4      13
buf_1       11
buf_4       11
mux2_1      11
a2111oi_0    8
a221oi_1     8
a32o_1       8
o221ai_1     8
[layer usage]
| layer | part of all wire | vias up |
|---|---|---|
| met2 | 0.46 | 1109 |
| li1 | - | 8575 |
| met3 | 0.14 | 130 |
| met5 | 0.0025 | - |
| met1 | 0.37 | 10500 |
| met4 | 0.028 | 20 |
[critical path: cells and delay by family]
| family | cells | cell delay, ns |
|---|---|---|
| AND-OR/OR-AND | 1 | 0.52 |
| buffers and inverters | 5 | 1.51 |
| XOR/XNOR | 1 | 0.45 |
| AND/OR/NAND/NOR | 4 | 0.79 |
[worst min-delay path by stage]
stage	start	to	slack (ns)
4_1_cts	pc_addr[3]	ins_out[1]	3.68
5_1_grt	pc_addr[3]	ins_out[1]	3.78
6_report	pc_addr[3]	ins_out[2]	3.71
[power by group through the flow]
stage,Sequential [mW],Combinational (mW),Clock [mW]
4_1_cts,0.356,1.45,0
5_1_grt,0.363,1.55,0.0000000227
6_report,0.356,1.47,0.0000000454
Power figures rest on the tool's default switching activity, not on a simulated workload.
